===== flow/design.v =====
module RAM#(
    parameter MEM_DEPTH =256,
    parameter ADDR_SIZE=8
)(
input clk,rst_n,rx_valid,
input[ADDR_SIZE+1:0] din,
output reg [ADDR_SIZE-1:0] dout,
output reg tx_valid
);
reg [ADDR_SIZE-1:0] mem[MEM_DEPTH-1:0];
reg [ADDR_SIZE-1:0] wr_address,r_address ; 
reg tx_valid_int; 
reg [ADDR_SIZE-1:0] dout_int;
always @(posedge clk) begin
    if (~rst_n) begin
        tx_valid <= 0;
        tx_valid_int <= 0;
        dout <= 0;
        dout_int <= 0;
    end else begin
        tx_valid <= tx_valid_int;
        dout <= dout_int;
        if (rx_valid) begin
            tx_valid_int <= 0;
            case (din[ADDR_SIZE+1:ADDR_SIZE])
                2'b00: wr_address <= din[ADDR_SIZE-1:0];
                2'b01: mem[wr_address] <= din[ADDR_SIZE-1:0];
                2'b10: r_address <= din[ADDR_SIZE-1:0];
                2'b11: begin
                    dout_int <= mem[r_address];
                    tx_valid_int <= 1'b1;
                end
            endcase
        end
    end
end
endmodule
module SPI_slave(clk, rst_n, MOSI, tx_data, tx_valid, SS_n, MISO, rx_data, rx_valid);
    input clk, rst_n, MOSI, tx_valid, SS_n;
    input [7:0] tx_data;
    output reg MISO, rx_valid;
    output reg [9:0] rx_data;
    parameter IDLE = 0;
    parameter CHK_CMD = 1;
    parameter WRITE = 2;
    parameter READ_ADD = 3;
    parameter READ_DATA = 4;
    reg read_flag = 0;
    reg [2:0] next_state, current_state;
    always @(posedge clk) begin
        if(~rst_n) 
            current_state <= IDLE;
        else
            current_state <= next_state;
    end
    always @(*) begin
        case (current_state)
            IDLE: begin
                if(SS_n)
                    next_state = IDLE;
                else   
                    next_state = CHK_CMD;
            end
            CHK_CMD: begin
                if(SS_n==0 && MOSI==0)
                    next_state = WRITE;
                else if(SS_n==0 && MOSI==1 && read_flag==0) begin
                    next_state = READ_ADD;
                end
                else begin
                    next_state = READ_DATA;
                end
            end
            WRITE: begin
                if(SS_n)
                    next_state = IDLE;
                else
                    next_state = WRITE;
            end
            READ_ADD: begin
                if(SS_n)
                    next_state = IDLE;
                else
                    next_state = READ_ADD;
            end
            READ_DATA: begin
                if(SS_n)
                    next_state = IDLE;
                else
                    next_state = READ_DATA;
            end
            default : next_state = IDLE;
        endcase
    end
    reg [4:0] counter;
    reg [9:0] shft_reg;
    always @(posedge clk) begin
        if(~rst_n) begin
            counter <= 0;
            rx_data <= 0;
            rx_valid <= 0;
            shft_reg <= 0;
            MISO <= 0;
        end
        else begin
            case (current_state)
                IDLE: begin
                    counter <= 0;
                    rx_data <= 0;
                    rx_valid <= 0;
                    shft_reg <= 0;
                    MISO <= 0;
                end
                CHK_CMD: begin
                    counter <= 0;
                    rx_data <= 0;
                    rx_valid <= 0;
                    shft_reg <= 0;
                    MISO <= 0;
                end
                WRITE: begin
                    if (counter < 10) begin
                        shft_reg <= {shft_reg[8:0], MOSI};
                        if (counter == 9) begin
                            rx_valid <= 1;
                            rx_data <= shft_reg;
                        end else begin
                            rx_valid <= 0;
                        end
                        counter <= counter + 1;
                    end else begin
                        counter <= 0; 
                    end
                end
                READ_ADD: begin
                    read_flag <= 1;
                    if (counter <= 10) begin
                        shft_reg <= {shft_reg[8:0], MOSI};
                        if (counter == 10) begin
                            rx_valid <= 1;
                            rx_data <= shft_reg;
                        end else begin
                            rx_valid <= 0;
                        end
                        counter <= counter + 1;
                    end else begin
                        counter <= 0; 
                    end
                end
                READ_DATA: begin
                    read_flag <= 0;
                    if (counter <= 20) begin
                        if (counter <= 10) begin  
                            shft_reg <= {shft_reg[8:0], MOSI};
                            if (counter == 10) begin
                                rx_valid <= 1;
                                rx_data <= shft_reg; 
                            end else begin
                                rx_valid <= 0;
                            end
                        end else begin  
                            rx_valid <= 0; 
                            if (tx_valid) begin
                                case (counter)
                                    13: MISO <= tx_data[7];
                                    14: MISO <= tx_data[6];
                                    15: MISO <= tx_data[5];
                                    16: MISO <= tx_data[4];
                                    17: MISO <= tx_data[3];
                                    18: MISO <= tx_data[2];
                                    19: MISO <= tx_data[1];
                                    20: MISO <= tx_data[0];
                                    default: MISO <= 0;
                                endcase
                            end else begin
                                MISO <= 0;
                            end
                        end
                        counter <= counter + 1;
                    end else
                        counter <= 0; 
                end
            endcase
        end   
    end
endmodule
module SPI_slave_with_RAM(clk, rst_n, MOSI, MISO, SS_n);
    input clk, rst_n, MOSI, SS_n;
    output MISO;
    wire [9:0] rx_data;
    wire rx_valid;
    wire [7:0] tx_data;
    wire tx_valid;
    SPI_slave inst1(
        .clk(clk),
        .rst_n(rst_n), 
        .MOSI(MOSI), 
        .tx_data(tx_data), 
        .tx_valid(tx_valid), 
        .SS_n(SS_n), 
        .MISO(MISO), 
        .rx_data(rx_data), 
        .rx_valid(rx_valid));
    RAM #(
    .MEM_DEPTH(256),
    .ADDR_SIZE(8)
    ) 
    inst2(
    .clk(clk),
    .rst_n(rst_n),
    .rx_valid(rx_valid),
    .din(rx_data),
    .dout(tx_data),
    .tx_valid(tx_valid)
    );
endmodule

===== flow/run.sh =====
#!/bin/bash
# OpenROAD 26Q1-2900-gdf79404cd8, Yosys 0.63+post, stock flow scripts
make -C /OpenROAD-flow-scripts/flow DESIGN_CONFIG=/design/flow/config.mk WORK_HOME=/design/flow/orfs finish

===== flow/config.mk =====
export PLATFORM = sky130hd
export DESIGN_NAME = SPI_slave_with_RAM
export DESIGN_NICKNAME = SPI_slave_with_RAM
export VERILOG_FILES = /design/flow/design.v
export SDC_FILE = /design/flow/constraint.sdc
export NUM_CORES = 4
export LEC_CHECK = 1
export CORE_UTILIZATION = 40

===== flow/constraint.sdc =====
current_design SPI_slave_with_RAM

set clk_period 51.1
set clk_io_pct 0.2

create_clock -name clk0 -period $clk_period [get_ports {clk}]

set non_clock_inputs [all_inputs -no_clocks]
set_input_delay [expr $clk_period * $clk_io_pct] -clock clk0 $non_clock_inputs
set_output_delay [expr $clk_period * $clk_io_pct] -clock clk0 [all_outputs]

==> summary.txt <==
The layout was made with Yosys and OpenROAD.

The layout cell share with drive strength beyond 1 is 16.8%. The last timing report of the flow puts the setup violation total at 0. The flip-flop count of the largest register after layout is 2048. The register bit count reported by yosys is 2115. The reg2reg setup slack is 46.16 ns. The initial utilization of the core area, before any placement, comes to 40.2%. The TritonCTS clock tree is yes. The number of hold buffers added after CTS is 0.

STA classifies the critical path startpoint as an input pin. The net switching power of the design is 0.000670 W. The number of violations reported at the end of detailed-routing iteration 0 is 3163. In this run the biggest area consumer among cell types represents 74.5% of the synthesized area. The longest individual stage delay on the worst path is 0.58 ns. Per the post-synthesis report, the number of cells in the design is 4368. In the synthesized netlist, the cells that appear most often are edfxtp_1, mux2i_1, nor2_1.

The number of enable-type register cells in the synthesized netlist is 2065. The die footprint is 210000 sq um. After clock tree synthesis, the clock-pin slew on the worst setup and hold paths is 0.06 ns. For this run, the detailed router reports a per-instance via density of 5.77.

The signal on the critical path passes through clkdlybuf4s50_1 > buf_4 > nand2_1 > nor3b_1 > nor3b_1 > nand2_1 > buf_4 > nor2_1. After detailed routing, the average wire length per cell comes to 30.3 microns. The path with the worst hold slack has its endpoint at inst2.dout[2]$_SDFF_PN0_.

Per the slew report, the remaining headroom to the max-slew limit stands at 29.3%. The mean area per synthesized cell is 19.1 sq um. For reference, the final report shows the max-slew violation count at 0. The total power draw is 0.00342 W. The leakage power figure is 30.1 nW. TritonRoute reported its final design rule violation total as 0.

Measured in cells, the most critical reg-to-reg path has a length of 10. The worst setup skew after layout is 0.0762 ns. Recorded from the global router log, the overflow total was 0. The data arrival time of the critical path is 13.85 ns. The wire length of the first global-routing pass is 326 mm. The kind of end point of the critical path is a register. Cell internal power was estimated by the tool at 0.00275 W.

Per the run report, area growth between synthesis and finish was 12.0%. The number of OpenROAD warnings is 35. The post-synthesis sequential area ratio is 75.7%. The clock power share is 45.0%.

Looking at the max-slew report, the worst-margin pin has a slew of 1.05 ns. Counting flops with an async set or reset pin after synthesis yields a share of 0%. The critical path maximum fanout is 43.

Entering global routing, the biggest net connects 112 pins. The flow ran to the end, and the final reports show no timing, DRC or antenna violations. In the Yosys report the total cell count is 4368. The netlist uses 78 different library cells. The count of pins on the block boundary is 5. No sink is reached through more buffers than the 3 on the longest clock path.

The number of maximum-capacitance constraint violations is 0. In this run the horizontal extent of the chip is 458 microns. The clock root buffer master is clkbuf_16.

The startpoint identified for the worst hold timing path is inst2.dout_int[2]$_SDFFE_PN0P_. The most used flip-flop cell after synthesis is edfxtp_1. The antenna violation net count after detailed routing is 0. The placement report lists the number of port buffers as 4. The number of post-CTS setup repair buffers is 0. The first detailed-routing pass ran for 6 iterations. The data required time of the critical path is 51.56 ns.

The cell type contributing the most total cell area after synthesis is edfxtp_1. The post-synthesis instance area is 83300 sq um. The number of instances on the worst hold path is 1. The number of failing hold endpoints at the final stage is 0. The yosys stat chip area is 83300 sq um. The number of antenna violations at the first check in global routing was 6. The number of clock buffers added by TritonCTS is 207. The final critical delay including setup and external delays is 13.39 ns. The aggregate global-route resource usage is 23.7%. For this block, the routed nets add up to 225 mm of wire. The aggregate negative setup slack is 0 ns. By area the synthesized netlist is led by edfxtp_1, mux4_2, mux2i_1. The die span in y is 458 microns.

The portion of total power attributed to sequential cells is 54.8%. The highest clock rate this design can be run at is 0.0747 GHz. The path class of the tightest hold or removal check is register to register. Combinational logic is responsible for 0.1% of the overall power. The capture point of the worst register-to-register path is recorded as inst2.dout_int[5]$_SDFFE_PN0P_. The via count of the first global-routing pass is 46591. Warnings reported by Yosys during synthesis add up to 2. The share of the clock period used by the worst path is 26.2%. The synthesis stats list as the most numerous cell edfxtp_1. The region available for standard cell placement spans 207000 sq um.

According to the dpl log, the detail-placed design has an HPWL of 140 mm. The analysis reports a worst IR drop on VDD of 32.9 uV. The critical path is of the input pin to register type. The script reports the combined buffer and inverter count of the critical path as 3.

The launch point of the worst register-to-register path is recorded as inst2.r_address[1]$_DFFE_PP_. For this design, the slowest cell found on the critical path is nand2_1. The cell family contributing the most delay on the critical path is simple AND/OR/NAND/NOR gates. Setup repair after global routing left no endpoint under its margin. The net switching share of the total power is 19.6%.

As reported, the later end of the worst-skew pair has a clock insertion delay of 0.88 ns. Post-CTS repair ended up resizing 0 cells. The count of vias placed by the detailed router is 42862.

The CTS log lists the clock sinks for this run as 2115. Looking at the clock tree report, the H-tree level count equals 4. The placer congestion estimate is 0.954. Per the summary, power density relative to cell area is 36.6 nW/um^2. The standard-cell row count is 167.
## cells by family (layout without fill, tap and decap cells)
| group | count (synthesis) | count (layout) | synth area share [%] |
|---|---|---|---|
| mux | 752 | 752 | 13.7 |
| other cells | 0 | 2 | 0 |
| buf+inv | 275 | 549 | 2.24 |
| fa+ha+maj | 5 | 5 | 0.0751 |
| flops | 2115 | 2115 | 75.7 |
| compound gates | 586 | 586 | 4.92 |
| simple gates | 635 | 635 | 3.39 |
## worst max-delay path by stage
stage                  from                          end  slack (ns)  depth (start not counted)
final                 rst_n  inst2.mem[152][0]$_DFFE_PP_       37.71                          8
after global routing  rst_n  inst2.mem[116][4]$_DFFE_PP_       37.47                          8
after CTS             rst_n  inst2.mem[116][4]$_DFFE_PP_       37.82                          8
## layer usage
layer	wire [microns]	vias to the layer above	track usage (%)
met5	409	-	1.33
met4	8480	16	6.96
met3	37700	396	17.7
met2	103000	2920	33.7
met1	75600	21369	29.2
li1	-	18161	-
## final cells by class
cell class                      count  area, sq um
Tap cell                         2788         3490
Fill cell                       17201       114000
Multi-Input combinational cell   1978        18500
Antenna cell                        2         5.00
Clock inverter                    149         1650
Clock buffer                      237         5320
Timing Repair Buffer              149         1270
Sequential cell                  2115        63000
Inverter                           14         60.1
## layout by cell type, fill, tap and decap left out, types with 15 or more instances in the layout
cell       instances
mux4_1            29
nand3_1           25
edfxtp_1        2065
clkbuf_16        207
nor2_1           331
mux4_2           273
clkbuf_1          27
nor2b_1           31
dfxtp_1           42
a221oi_1          16
clkinv_2          54
mux2i_1          437
a21oi_1          109
o21ai_0          101
nand2_1          109
buf_4            134
bufinv_16         23
and2_1            26
o221ai_1         159
a22oi_1           21
clkinv_1          43
nor3_1            50
nand4_1           15
o22ai_1           71
## power groups by stage
stage         sequential [W]  combinational [W]  clock (W)
global route         0.00187         0.00000503    0.00163
finish               0.00187         0.00000464    0.00154
CTS                  0.00187         0.00000468    0.00156
## metrics by stage
stage / hold WS (ns) / std cells / util [%] / setup WS [ns] / area [sq um]
final: 0.449 / 7432 / 45.1 / 37.71 / 93300
after global routing: 0.464 / 7430 / 45.1 / 37.47 / 93300
after CTS: 0.446 / 7430 / 45.1 / 37.82 / 93300
after detailed placement: 0.435 / 7044 / 41.7 / 36.93 / 86300
after global placement: 0.431 / 7044 / 41.7 / 36.91 / 86300
after floorplan: 0.428 / 4368 / - / 38.91 / 83300
Power figures rest on the tool's default switching activity, not on a simulated workload.
